$ cat flow/design.v
`timescale 1ns / 1ps
module PID_Controller(
 input [9:0] target_vel, 
 input [9:0] current_vel,
 input [3:0] Kp,Kd,Ki,
 input clk,en,
 output reg[9:0] vel_output
    );
	reg[9:0] target_vel_r; 
   reg[9:0] current_vel_r;
   reg[3:0] Kp_r,Kd_r,Ki_r;
	reg signed[10:0] error,error_diff,error_accum,prev_error;
	wire[9:0] vel_output_w;
   assign vel_output_w=Kp*error+Ki*error_accum+Kd*error_diff;	 
   always@ (posedge clk)
	begin
		if(en==1)begin
		   target_vel_r=target_vel;
			current_vel_r=current_vel;
			Kp_r=Kp;
			Kd_r=Kd;
			Ki_r=Ki;
			error=target_vel-current_vel;
			error_diff=error-prev_error;
	      error_accum=error_accum+error;
			vel_output=vel_output_w;
			prev_error=error;
			end
		else begin
		   prev_error=0;
			error_accum=0;
			end
	end
endmodule
$ cat flow/run.sh
#!/bin/bash
# OpenROAD 26Q1-2900-gdf79404cd8, Yosys 0.63+post, stock flow scripts
make -C /OpenROAD-flow-scripts/flow DESIGN_CONFIG=/design/flow/config.mk WORK_HOME=/design/flow/orfs finish
$ cat flow/config.mk
export PLATFORM = sky130hd
export DESIGN_NAME = PID_Controller
export DESIGN_NICKNAME = PID_Controller
export VERILOG_FILES = /design/flow/design.v
export SDC_FILE = /design/flow/constraint.sdc
export NUM_CORES = 4
export LEC_CHECK = 1
export CORE_UTILIZATION = 50
$ cat flow/constraint.sdc
current_design PID_Controller

set clk_period 10.2
set clk_io_pct 0.2

create_clock -name clk0 -period $clk_period [get_ports {clk}]

set non_clock_inputs [all_inputs -no_clocks]
set_input_delay [expr $clk_period * $clk_io_pct] -clock clk0 $non_clock_inputs
set_output_delay [expr $clk_period * $clk_io_pct] -clock clk0 [all_outputs]
==> results.txt <==
Results of an implementation run.

According to the report, the first pass of detailed routing completed in 4 iterations. Yosys attributes the largest share of cell area to sky130_fd_sc_hd__fa_1 (26%), sky130_fd_sc_hd__edfxtp_1 (17%), sky130_fd_sc_hd__ha_1 (11%), sky130_fd_sc_hd__dfxtp_1 (7.5%), sky130_fd_sc_hd__inv_1 (6.8%).

For this block, the routed nets add up to 10,000 um of wire. The cell sitting at the root of the clock tree is a sky130_fd_sc_hd__clkbuf_8. Overall routing resource usage recorded by global route was 0.215. Registers take 0.00130 sq mm.

The distinct cell type count of the synthesized netlist is 42. The wire length on met1 is 4510 um. The count of standard-cell rows is 37. The cell type with the largest total area after synthesis is sky130_fd_sc_hd__fa_1. The worst slack at placement is 3.06 ns. The floorplan core density is 0.515. Per the final timing report, the hold violations number 0.

The topmost layer with routed signal wires is met4. The number of buffer cells added on primary ports is about 43. The signed area change from the synthesized netlist to the final layout is 12.3%. The registers of the reported paths see a clock transition of around 0.11 ns. The synthesized netlist has a Yosys-reported chip area of 0.00531 sq mm. The overall die height is 105 um. The horizontal die dimension reported for this design is 105 um.

The worst endpoint required time is about 10 ns. After synthesis, the most frequently instantiated cells are sky130_fd_sc_hd__inv_1 (96), sky130_fd_sc_hd__nand2_1 (70), sky130_fd_sc_hd__fa_1 (68). The hold buffer count at cts is 0. The overflow left after global routing is 0.

The count of fill cells added during filler insertion is 903. The final critical path time including I/O delays and setup is 6.77 ns. Looking at the cell usage after synthesis, the top flip-flop cell is sky130_fd_sc_hd__edfxtp_1. The worst hold slack across all endpoints is 0.646 ns. The cell that appears most often on the critical path is sky130_fd_sc_hd__fa_1. The tally of max-capacitance violations is 0.

RePlAce ended its routability-driven mode at a weighted congestion of 0.878. The worst slew margin relative to its limit is 0.605. The worst path meets setup with 3.43 ns of slack. The number of enable flip-flop cells is 30. Across all stage logs, warnings added up to 25.

The layout summary lists the proportion of cells stronger than drive strength 1 as 0.0239. Per the post-run analysis, buffers plus inverters along the critical path come to 5. In the placement report, post-DP HPWL is listed as 8470 um. STA reports the tightest min-delay check as being of type flop to flop. The dominant delay contributor by cell family on the critical path is adder cells. The number of storage elements in the synthesis netlist is 50. The post-detailed-route count of antenna-violating nets is 0. The number of endpoints failing setup at the final stage is 0. The share of the clock period used by the worst path after layout is 0.664. The area of the chip is roughly 0.011 sq mm.

The slew at the pin with the worst max-slew slack is 0.593 ns. The worst setup path is launched from an input port. The final-layout setup total negative slack is 0 ns. The cell with the most instances after synthesis is sky130_fd_sc_hd__inv_1.

The combined area of all synthesized cells is 0.00531 sq mm. The share of flip-flops with an asynchronous set or reset after synthesis is 0. The number of antenna violations at the first check in global routing is 0. During I/O placement, the number of pins put on the boundary was ~44. The overall via count from detail_route is 3,559. The total number of yosys warnings is 1. The met2 wire length is roughly 5000 um. Detailed placement reports a standard cell area of 0.00588 sq mm. In the final run the clock tree shows a worst skew of 0.00770 ns. Setup repair after global routing left no endpoint under its margin.

Counting the buffers created by CTS gives 5. The CTS tree is done. The post-layout instance area is about 0.006 sq mm. The critical path's largest stage delay is 0.56 ns. The number of max-slew violations in the final report is 0. The slowest stage cell on the critical path is sky130_fd_sc_hd__clkdlybuf4s50_1.

The detailed router reports a met3 wire length of ~400 um. The clock net in this run drives a total of around 50 sinks. The synthesized area per cell is 9.80 sq um. The total inserted antenna cells is 0.

The flow reports an fmax of 148 MHz. The maximum clock insertion buffer count is 2. The share of synthesized area in the top cell type comes to 0.256.

The number of setup buffers added after CTS is 0. The number of global-route vias before repair is 3,722. The insertion delay at the late pin of the worst-skew pair is 0.31 ns. The violation tally from detailed-route iteration zero is 82. The first-pass GRT wire length is roughly 17,000 um.

The H-tree depth reported by CTS is 2. The flow ran to the end, and the final reports show no timing, DRC or antenna violations. Entering global routing, the biggest net connects 52 pins. The area taken by multi-input combinational cells is reported as 0.00361 sq mm.

In the synthesized netlist, the number of instances is around 540. Post-CTS repair ended up resizing 0 cells. Yosys stat counts 542 cells in the synthesized netlist. On the critical path the data arrives at 6.85 ns.

The cell sequence reported for the critical path is clkdlybuf4s50_1 -> and2_1 -> fa_1 -> inv_1 -> fa_1 -> inv_1 -> fa_1 -> inv_1 -> fa_1 -> fa_1 -> inv_1 -> ha_1 -> a21o_1 -> a21oi_1 -> o21ai_1 -> o21ai_1 -> nand2b_1 -> a21oi_1 -> xnor2_1. After detailed routing, the number of vias per cell comes to 4.92. The sequential-to-total area share from yosys stat is 0.245. STA classifies the critical path endpoint as a flop. The critical path maximum fanout is 10. The routed design shows a wire length per standard cell of 13.9 um. According to the floorplan report, the placeable core area is 0.0103 sq mm. The post-detailed-route DRC marker count is 0. The type of the worst setup path is input port to flop.
==> worst min-delay path, stage by stage (launching register included) <==
cell,delay [ns]
sky130_fd_sc_hd__dfxtp_1,0.33
sky130_fd_sc_hd__ha_1,0.13
sky130_fd_sc_hd__inv_1,0.04
==> layout by cell type, fill, tap and decap left out, drive strengths merged <==
cell / instances
inv: 98
buf: 2
mux2: 1
nor3: 4
mux2i: 1
nor4: 1
clkdlybuf4s50: 42
nor2: 9
a31oi: 2
nand4: 1
o31a: 1
or3: 2
o31ai: 1
o41a: 1
and2: 55
o2111ai: 3
a21boi: 1
nand3b: 3
o21bai: 2
nor3b: 3
o21ai: 13
o21a: 2
xnor2: 37
nand3: 3
fa: 68
nand2: 71
and4: 1
a21o: 7
a21oi: 20
o211ai: 1
nand2b: 7
dfxtp: 20
ha: 48
clkbuf: 6
nor2b: 7
xor2: 13
edfxtp: 30
==> registers in the layout (all words and copies together) (netlist names) <==
name,count
prev_error,10
error_accum,10
error_diff,10
vel_output,10
error,10
==> cell families after synthesis <==
logic type,share of synthesized area
multiplexers,0.00400
flip-flops,0.245
XOR/XNOR,0.0838
AND/OR/NAND/NOR,0.161
AND-OR/OR-AND,0.0619
adder cells (fa/ha/maj),0.369
buffers and inverters,0.0751
==> area by class of cell <==
| cell class | instances | share of cell area |
|---|---|---|
| well taps | 136 | 0.0285 |
| flip-flops and latches | 50 | 0.218 |
| multi-input cells | 389 | 0.605 |
| clock buffers | 6 | 0.0122 |
| clock inverters | 2 | 0.00294 |
| repair buffers | 44 | 0.0726 |
| inverters | 96 | 0.0604 |
==> worst paths after layout <==
kind                               startpoint            end  cells after the start  slack, ns
worst max-delay path                    Ki[0]  vel_output[9]                     19       3.43
worst min-delay path            prev_error[0]  error_diff[0]                      2       0.65
worst max register to register  error_diff[0]  vel_output[9]                     18       5.33
worst min register to register  prev_error[0]  error_diff[0]                      2       0.65
==> per-layer routing <==
layer	GRT usage	vias up
met4	0.0241	0
met3	0.0438	16
met2	0.372	78
met5	0	-
met1	0.304	1673
li1	-	1792
==> through the flow <==
step / utilization / instances
after floorplan: - / 542
after global placement: 0.569 / 715
after detailed placement: 0.569 / 715
after CTS: 0.578 / 723
after global routing: 0.578 / 723
final: 0.578 / 723
